--- /design/flow/run.sh ---
#!/bin/bash
# OpenROAD 26Q1-2900-gdf79404cd8, Yosys 0.63+post, stock flow scripts
make -C /OpenROAD-flow-scripts/flow DESIGN_CONFIG=/design/flow/config.mk WORK_HOME=/design/flow/orfs finish
--- /design/flow/config.mk ---
export PLATFORM = sky130hd
export DESIGN_NAME = UART_TRANSMITTER
export DESIGN_NICKNAME = UART_TRANSMITTER
export VERILOG_FILES = /design/flow/design.v
export SDC_FILE = /design/flow/constraint.sdc
export NUM_CORES = 4
export LEC_CHECK = 1
export CORE_UTILIZATION = 40
--- /design/flow/constraint.sdc ---
current_design UART_TRANSMITTER

set clk_period 7.4
set clk_io_pct 0.2

create_clock -name clk0 -period $clk_period [get_ports {clock_i}]

set non_clock_inputs [all_inputs -no_clocks]
set_input_delay [expr $clk_period * $clk_io_pct] -clock clk0 $non_clock_inputs
set_output_delay [expr $clk_period * $clk_io_pct] -clock clk0 [all_outputs]
--- /design/flow/design.v ---
module FIFO_BUFFER( 
    input clock,             
    input reset_n,           
    input write_enable,      
    input read_enable,       
    input [7:0] data_in,     
    input [5:0] full_tresh,  
    output [7:0] data_out,   
    output empty,            
    output full              
 );
 wire rd_en_mem, wr_en_mem;
 wire [5:0] full_tresh_limited;
 reg [4:0] write_ptr_reg, read_ptr_reg;
 reg [5:0] fifo_counter;
 reg [7:0] memory [0:31];
always@(posedge clock) begin
    if(reset_n == 0)
        write_ptr_reg <= 0;
    else if (wr_en_mem == 1)
        write_ptr_reg <= write_ptr_reg + 1;
end
always@(posedge clock) begin
    if(reset_n == 0)
        read_ptr_reg <= 0;
    else if (rd_en_mem == 1)
        read_ptr_reg <= read_ptr_reg + 1;
end
always@(posedge clock) begin
    if(reset_n == 0)
        fifo_counter <= 0;
    else if (rd_en_mem && !wr_en_mem)
        fifo_counter <= fifo_counter - 1;
    else if (!rd_en_mem && wr_en_mem)
        fifo_counter <= fifo_counter + 1;	
    end
assign wr_en_mem = write_enable & ~full;
assign rd_en_mem = read_enable & ~empty;
assign full_tresh_limited = (full_tresh > 6'd32) ? 6'd32 : full_tresh;
assign full  = (fifo_counter == full_tresh_limited);
assign empty = (fifo_counter == 0);
always@(posedge clock) begin
    if(wr_en_mem)
        memory[write_ptr_reg] <= data_in;
end
assign data_out = memory[read_ptr_reg];
endmodule
module TX_BAUD_GEN(
    input clock,
    input reset_n,
    input [1:0] baudrate_select,
    output reg tx_baud
    );
reg [6:0] counter;
always@(posedge clock) begin
    if(~reset_n)
        counter <= 0;
    else 
        counter <= counter + 1;
end    
always@(*) begin
    case(baudrate_select)
        2'b00: tx_baud = counter[3:0] == 4'b1111;
        2'b01: tx_baud = counter[4:0] == 5'b11111;
        2'b10: tx_baud = counter[5:0] == 6'b111111;
        2'b11: tx_baud = counter[6:0] == 7'b1111111;
        default: tx_baud = counter[0]; 
    endcase
end    
endmodule
module UART_TRANSMITTER(
    input clock_i,
    input reset_n_i,
    input [7:0] data_i,
    input data_write_i,
    input [5:0] data_buffer_full_tresh_i,
    input [1:0] baudrate_select_i,
    output data_buffer_full_o,
    output uart_tx_o
    );
wire read_from_fifo;
wire [7:0] data_from_fifo;
wire empty_status_fifo;
wire baud_tick;
FIFO_BUFFER fifo_buffer( 
    .clock(clock_i),            
    .reset_n(reset_n_i),         
    .write_enable(data_write_i),    
    .read_enable(read_from_fifo),     
    .data_in(data_i),   
    .full_tresh(data_buffer_full_tresh_i),
    .data_out(data_from_fifo),  
    .empty(empty_status_fifo),           
    .full(data_buffer_full_o)            
 ); 
TX_BAUD_GEN tx_baud_gen(
    .clock(clock_i),
    .reset_n(reset_n_i),
    .baudrate_select(baudrate_select_i),
    .tx_baud(baud_tick)
    ); 
UART_TX uart_tx(
    .clock(clock_i),
    .reset_n(reset_n_i),
    .tx_start(~empty_status_fifo),
    .tx_baud(baud_tick),
    .data_in(data_from_fifo),
    .tx_done(read_from_fifo),
    .tx(uart_tx_o)
    );      
endmodule
module UART_TX(
    input clock,
    input reset_n,
    input tx_start,
    input tx_baud,
    input [7:0] data_in,
    output reg tx_done,
    output reg tx
    );
localparam IDLE = 2'b00;
localparam START = 2'b01;
localparam DATA = 2'b10;
localparam STOP = 2'b11;  
reg [1:0] state, state_next;
reg tx_next;
reg [8:0] buffer_in, buffer_in_next;
wire control;
reg [3:0] bit_counter, bit_counter_next;
assign control = ^data_in;
always@(posedge clock) begin
    if(~reset_n) begin
        state <= IDLE;
        tx <= 1'b1;
        buffer_in <= 0;
        bit_counter <= 0;
    end else begin
        state <= state_next;
        tx <= tx_next;
        buffer_in <= buffer_in_next;
        bit_counter <= bit_counter_next;
    end
end
always@(*) begin
    tx_next = tx;
    tx_done = 1'b0;
    buffer_in_next = buffer_in;
    case(state)
        IDLE:   begin
                    tx_next = 1'b1;
                    if(tx_start) begin  
                        buffer_in_next = {control, data_in};
                    end
                end
        START:  begin
                    tx_next = 1'b0;       
                end
        DATA:   begin
                    tx_next = buffer_in[0];
                    if(tx_baud) begin
                        buffer_in_next = buffer_in >> 1;     
                    end        
                end
        STOP:   begin
                    tx_next = 1'b1;
                    if(tx_baud) begin
                        tx_done = 1'b1;   
                    end        
                end
    endcase
end
always@(*) begin
    state_next = state;
    bit_counter_next = bit_counter;
    case(state)
        IDLE:   begin
                    if(tx_start & tx_baud) begin  
                        state_next = START;
                    end
                end
        START:  begin
                    if(tx_baud) begin
                        state_next = DATA;
                        bit_counter_next = 1'b0;        
                    end        
                end
        DATA:   begin
                    if(tx_baud) begin
                        if(bit_counter == 8)
                            state_next = STOP;
                        bit_counter_next = bit_counter + 1;        
                    end        
                end
        STOP:   begin
                    if(tx_baud) begin
                        state_next = IDLE;
                    end        
                end
    endcase
end
endmodule
==> results_slide.txt <==
Run Summary

Outcome
  – Status: complete, no violations

GRT
  – Total routing resource utilization after global routing: 17.6%
  – Global-route wire length before repair: 37.8 mm
  – Pin count of the biggest net entering global routing: 40
  – Global route overflow: 0
  – Number of antenna violations at the first check in global routing: 0
  – Vias in the first global route: 6,803

Floorplanning
  – Die y size: 178 microns
  – Area of the placeable core: 0.0300 sq mm
  – Placement row count: 63
  – Width of the chip: 178 microns
  – FP Util: 41.2%
  – Die outline area: 0.0315 sq mm
  – Top-Level Pins: 21

Routing
  – Count of TritonRoute iterations in the first routing pass: 4
  – Antenna diode count: 0
  – Met3 layer wire length in the routed design: 2.37 mm
  – Routed wire length per instance: 20.5 microns
  – Highest metal used: met5
  – Met1 Routed Length: 9.41 mm
  – Post-route DRC violation count: 0
  – Iter 0 DRT Violations: 377
  – Number of vias after detailed routing: 6,389
  – Remaining antenna violation count: 0
  – Total wire length: 24.4 mm
  – Post-DR vias/cell: 5.37
  – Sum of met2 wire segment lengths after detailed routing: 11.9 mm

Yosys
  – Flip-flops with a built-in enable: 256
  – Mapped cell area: 0.0123 sq mm
  – Count of instantiated cells in the yosys netlist: 748
  – Async set-reset flop share out of synthesis: 0%
  – Largest cells by area after synthesis: sky130_fd_sc_hd__edfxtp_1, sky130_fd_sc_hd__mux4_2, sky130_fd_sc_hd__dfxtp_1, sky130_fd_sc_hd__nor2_1, sky130_fd_sc_hd__mux2i_1
  – Average cell area after synthesis: 16.5 sq um
  – Register bit total from synthesis: 302
  – Most common library cells after synthesis: sky130_fd_sc_hd__edfxtp_1, sky130_fd_sc_hd__nor2_1, sky130_fd_sc_hd__mux4_2
  – Count of yosys warnings during synthesis: 3
  – Post-synthesis cell type count: 55
  – Most frequently used flop master after synthesis: sky130_fd_sc_hd__edfxtp_1
  – Post-synthesis sequential area ratio: 69.8%
  – Number of instances in the synthesized netlist: 748
  – Top cell type by instance count after synthesis: sky130_fd_sc_hd__edfxtp_1
  – Chip area line of the yosys report: 0.0123 sq mm
  – Library cell occupying the most area in the post-synthesis netlist: sky130_fd_sc_hd__edfxtp_1
  – Share of Yosys cell area claimed by the top area cell type: 62.3%

STA
  – Number of setup violations in the final report: 0
  – Part of the cycle the worst path needs: 63.3%
  – Skew final: 0.0471 ns
  – Sum of negative setup slack: 0 ns
  – Pins over their slew limit: 0
  – Maximum frequency from static timing analysis: 214 MHz
  – Final setup margin: 2.72 ns
  – Unrepaired setup endpoints after global routing: false
  – Slew HR: 45.3%
  – Final hold slack: 0.444 ns
  – Worst-margin pin slew: 0.818 ns
  – Clock period minus worst slack: 4.68 ns
  – Number of endpoints with negative hold slack in the final report: 0

Place
  – Worst Setup Slack post-DPL: 2.39 ns
  – Placed instance count: 1,135
  – DP Wirelength: 15.2 mm
  – Number of I/O port buffers: 20
  – Final weighted congestion of routability-driven global placement: 0.904
  – Total cell area at the placement stage: 0.0129 sq mm

Cells and area
  – Biggest regs: fifo_buffer.memory (256), uart_tx.buffer_in (9), tx_baud_gen.counter (7)
  – Post-route core utilization: 46.5%
  – Finished layout cell area: 0.0139 sq mm
  – Register ranked first by flip-flop count: fifo_buffer.memory
  – Largest register FFs: 256
  – Fraction of layout instances using a drive strength above 1: 15.8%
  – Number of non-filler instances in the completed layout: 1,190
  – Area growth from synthesis to final layout: 12.9%

Clocking
  – Total of hold buffers inserted after clock tree synthesis: 0
  – Worst skew pair latency: 0.58 ns
  – Clock buffers created by TritonCTS: 30
  – Number of levels the H-tree was split into: 1
  – Clock input transition at the sequential cells of the worst setup and hold paths: 0.06 ns
  – Clock sink count: 302
  – CTS tree: done
  – Buffer levels on the longest clock path: 3
  – Cell chosen for the clock root: sky130_fd_sc_hd__clkbuf_16
  – Number of gates given a new drive strength after cts: 0
  – Buffer count from post-CTS setup fixing: 0

Worst setup path
  – Startpoint kind of the worst setup timing path: input port
  – Highest net fanout along the worst path: 2
  – CP Class: input port to output pin
  – Dominant delay contributor by cell family on the critical path: buffers and inverters
  – Flop-to-flop setup slack: 3.52 ns
  – Most prevalent standard cell on the critical path: sky130_fd_sc_hd__clkdlybuf4s50_1
  – Cells traversed along the worst timing path: clkdlybuf4s50_1, xor2_1, a2111oi_0, nand3_1, a21oi_1, clkdlybuf4s50_1
  – WP data required: 5.92 ns
  – Worst path bufs/invs: 2
  – Largest stage delay, worst path: 0.49 ns
  – Data arrival time of the critical path: 3.20 ns
  – Crit path max-delay cell type: sky130_fd_sc_hd__clkdlybuf4s50_1
  – Critical Path Sink Type: output pin

Worst hold path
  – Class of the tightest hold or removal check: register to register

Power and ir drop
  – Maximum vdd drop: 0.245 mV
  – Power per standard cell area: 256 mW/mm^2
  – Total power: 3.56 mW
  – Static leakage: 4.38 nW

Run
  – Max-capacitance violation count: 0
  – Number of warnings the tools reported: 30
## cell type report
type	count	area, sq um
tap	390	488
clock inverter	16	254
fill	2561	16000
multi-input combinational	394	3420
clock buffer	39	785
sequential	302	8620
inverter	14	52.6
timing repair buffer	35	313
## routing by layer
metal  vias to the layer above  global-route usage [%]
met5                         -                    2.08
met4                         2                    4.20
met3                        54                    8.16
met2                       224                    27.3
met1                      3131                    23.7
li1                       2978                       -
## where the power goes
group | total, mW | leakage, nW | internal, mW | switching [mW]
registers | 1.87 | 2.68 | 1.86 | 0.00967
logic | 0.117 | 1.21 | 0.0448 | 0.0725
clock network | 1.57 | 0.492 | 0.957 | 0.618
total | 3.56 | 4.38 | 2.86 | 0.700
## placed cells by master (no fill, tap or decap), types with 13 or more instances in the layout
master                            instances
sky130_fd_sc_hd__edfxtp_1               256
sky130_fd_sc_hd__nor2_1                  66
sky130_fd_sc_hd__mux4_2                  52
sky130_fd_sc_hd__nand2_1                 47
sky130_fd_sc_hd__dfxtp_1                 44
sky130_fd_sc_hd__clkbuf_16               30
sky130_fd_sc_hd__a21oi_1                 23
sky130_fd_sc_hd__clkdlybuf4s50_1         20
sky130_fd_sc_hd__mux2i_1                 19
sky130_fd_sc_hd__o21ai_0                 16
sky130_fd_sc_hd__a31oi_1                 16
sky130_fd_sc_hd__buf_4                   15
sky130_fd_sc_hd__xnor2_1                 14
sky130_fd_sc_hd__inv_1                   13
## final timing paths
kind                                                   from                     endpoint  cells past startpoint
worst max-delay path            data_buffer_full_tresh_i[4]           data_buffer_full_o                      6
worst min-delay path                 tx_baud_gen.counter[0]       tx_baud_gen.counter[0]                      1
worst max register to register       tx_baud_gen.counter[0]  fifo_buffer.fifo_counter[4]                     18
worst min register to register       tx_baud_gen.counter[0]       tx_baud_gen.counter[0]                      1
## logic make-up (layout without fill, tap and decap cells)
| group | Yosys count | count (layout) | share of synthesized area, % |
|---|---|---|---|
| AOI/OAI and AO/OA | 113 | 113 | 6.57 |
| xor gates and xnor gates | 24 | 24 | 1.70 |
| muxes | 75 | 75 | 11.9 |
| DFF | 302 | 302 | 69.8 |
| buffers and inverters | 52 | 104 | 2.52 |
| and+or+nand+nor | 170 | 170 | 6.32 |
| adders and majority gates | 12 | 12 | 1.22 |
Power and IR drop assume default switching activity.
